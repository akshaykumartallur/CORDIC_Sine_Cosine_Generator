## flow/config.mk

```make
export PLATFORM = sky130hd
export DESIGN_NAME = top
export DESIGN_NICKNAME = top
export VERILOG_FILES = /design/flow/design.v
export SDC_FILE = /design/flow/constraint.sdc
export NUM_CORES = 4
export LEC_CHECK = 1
export CORE_UTILIZATION = 50
```

## flow/constraint.sdc

```tcl
current_design top

set clk_period 19.8
set clk_io_pct 0.2

create_clock -name clk0 -period $clk_period [get_ports {CLOCK_50}]

set non_clock_inputs [all_inputs -no_clocks]
set_input_delay [expr $clk_period * $clk_io_pct] -clock clk0 $non_clock_inputs
set_output_delay [expr $clk_period * $clk_io_pct] -clock clk0 [all_outputs]
```

## flow/design.v

```verilog
module top (
    input wire CLOCK_50,          
    input wire [1:0] SW,          
    input wire [9:0] KEY,         
    output wire [6:0] HEX0,       
    output wire [6:0] HEX1,       
    output wire [6:0] HEX2,       
    output wire [6:0] HEX3,       
    output wire [6:0] HEX4,       
    output wire [6:0] HEX5,        
    output wire HEX3_dp      
);
    assign HEX3_dp = 1'b0;
    wire [9:0] sin_out, cos_out;
    wire busy;
    cordic_core cordic_inst (
        .clk(CLOCK_50),
        .sw_rst_start(SW[0]),
        .angle(KEY[9:0]),
        .sin_out(sin_out),
        .cos_out(cos_out),
        .busy(busy)
    );
    wire [9:0] selected_out = SW[1] ? cos_out : sin_out;
    wire sign = selected_out[9];
    wire [9:0] abs_value = sign ? -selected_out : selected_out;
    wire [19:0] product = abs_value * 10'd1000;  
    wire [10:0] display_value = product >> 9;    
    wire [3:0] digit0 = display_value % 10;
    wire [3:0] digit1 = (display_value / 10) % 10;
    wire [3:0] digit2 = (display_value / 100) % 10;
    wire [3:0] digit3 = (display_value / 1000) % 10;
    reg [6:0] hex5_seg, hex4_seg, hex3_seg, hex2_seg, hex1_seg, hex0_seg;
    always @(*) begin
        hex5_seg = SW[1] ? 7'b1000110 : 7'b0110001;  
        hex4_seg = sign ? 7'b0111111 : 7'b1111111;   
        case (digit3)
    4'd0: hex3_seg = 7'b1000000;
    4'd1: hex3_seg = 7'b1111001;
    4'd2: hex3_seg = 7'b0100100;
    4'd3: hex3_seg = 7'b0110000;
    4'd4: hex3_seg = 7'b0011001;
    4'd5: hex3_seg = 7'b0010010;
    4'd6: hex3_seg = 7'b0000010;
    4'd7: hex3_seg = 7'b1111000;
    4'd8: hex3_seg = 7'b0000000;
    4'd9: hex3_seg = 7'b0010000;
    default: hex3_seg = 7'b1111111;  
        endcase
        case (digit2)
    4'd0: hex2_seg = 7'b1000000;
    4'd1: hex2_seg = 7'b1111001;
    4'd2: hex2_seg = 7'b0100100;
    4'd3: hex2_seg = 7'b0110000;
    4'd4: hex2_seg = 7'b0011001;
    4'd5: hex2_seg = 7'b0010010;
    4'd6: hex2_seg = 7'b0000010;
    4'd7: hex2_seg = 7'b1111000;
    4'd8: hex2_seg = 7'b0000000;
    4'd9: hex2_seg = 7'b0010000;
    default: hex2_seg = 7'b1111111;  
        endcase
        case (digit1)
    4'd0: hex1_seg = 7'b1000000;
    4'd1: hex1_seg = 7'b1111001;
    4'd2: hex1_seg = 7'b0100100;
    4'd3: hex1_seg = 7'b0110000;
    4'd4: hex1_seg = 7'b0011001;
    4'd5: hex1_seg = 7'b0010010;
    4'd6: hex1_seg = 7'b0000010;
    4'd7: hex1_seg = 7'b1111000;
    4'd8: hex1_seg = 7'b0000000;
    4'd9: hex1_seg = 7'b0010000;
    default: hex1_seg = 7'b1111111;  
        endcase
        case (digit0)
    4'd0: hex0_seg = 7'b1000000;
    4'd1: hex0_seg = 7'b1111001;
    4'd2: hex0_seg = 7'b0100100;
    4'd3: hex0_seg = 7'b0110000;
    4'd4: hex0_seg = 7'b0011001;
    4'd5: hex0_seg = 7'b0010010;
    4'd6: hex0_seg = 7'b0000010;
    4'd7: hex0_seg = 7'b1111000;
    4'd8: hex0_seg = 7'b0000000;
    4'd9: hex0_seg = 7'b0010000;
    default: hex0_seg = 7'b1111111;  
        endcase
    end
    assign HEX5 = hex5_seg;
    assign HEX4 = hex4_seg;
    assign HEX3 = hex3_seg;
    assign HEX2 = hex2_seg;
    assign HEX1 = hex1_seg;
    assign HEX0 = hex0_seg;
endmodule
module cordic_core (
    input wire clk,               
    input wire sw_rst_start,      
    input wire [9:0] angle,       
    output reg [9:0] sin_out,     
    output reg [9:0] cos_out,     
    output reg busy               
);
    localparam PI_OVER_2      = 10'd256;    
    localparam PI             = 10'd512;    
    localparam THREE_PI_OVER_2 = 10'd768;   
    localparam X_INIT         = 10'sd311;   
    reg signed [9:0] x, y, z;     
    reg signed [9:0] angle_accum; 
    reg [3:0] iter;               
    reg [1:0] Q_reg;              
    reg sw_rst_start_prev;        
    wire rst = ~sw_rst_start;     
    wire start_internal = sw_rst_start & ~sw_rst_start_prev;  
    reg [1:0] Q;
    reg [9:0] theta_prime;
    always @(*) begin
        if (angle < PI_OVER_2) begin
            Q = 2'd0;
            theta_prime = angle;
        end else if (angle < PI) begin
            Q = 2'd1;
            theta_prime = angle - PI_OVER_2;
        end else if (angle < THREE_PI_OVER_2) begin
            Q = 2'd2;
            theta_prime = angle - PI;
        end else begin
            Q = 2'd3;
            theta_prime = angle - THREE_PI_OVER_2;
        end
    end
    reg [9:0] atan_val;
    always @(*) begin
        case (iter)
            4'd0: atan_val = 10'd128;   
            4'd1: atan_val = 10'd76;    
            4'd2: atan_val = 10'd40;    
            4'd3: atan_val = 10'd20;    
            4'd4: atan_val = 10'd10;    
            4'd5: atan_val = 10'd5;     
            4'd6: atan_val = 10'd3;     
            4'd7: atan_val = 10'd1;     
            4'd8: atan_val = 10'd1;     
            4'd9: atan_val = 10'd0;     
            default: atan_val = 10'd0;
        endcase
    end
    always @(posedge clk or posedge rst) begin
        if (rst) begin
            busy <= 0;
            sin_out <= 0;
            cos_out <= 0;
            x <= 0;
            y <= 0;
            z <= 0;
            iter <= 0;
            Q_reg <= 0;
            angle_accum <= 0;
            sw_rst_start_prev <= 0;
        end else begin
            sw_rst_start_prev <= sw_rst_start;
            if (start_internal && !busy) begin
                busy <= 1;
                iter <= 0;
                Q_reg <= Q;
                x <= X_INIT;
                y <= 10'sd0;
                z <= theta_prime;
                angle_accum <= 0;
            end else if (busy) begin
                if (iter < 10) begin
                    if (z >= 0) begin
                        x <= x - (y >>> iter);
                        y <= y + (x >>> iter);
                        z <= z - atan_val;
                    end else begin
                        x <= x + (y >>> iter);
                        y <= y - (x >>> iter);
                        z <= z + atan_val;
                    end
                    angle_accum <= angle_accum + (z >= 0 ? atan_val : -atan_val);
                    iter <= iter + 1;
                end
                if (iter == 9) begin
                    busy <= 0;
                    case (Q_reg)
                        2'd0: begin
                            sin_out <= y;
                            cos_out <= x;
                        end
                        2'd1: begin
                            sin_out <= x;
                            cos_out <= -y;
                        end
                        2'd2: begin
                            sin_out <= -y;
                            cos_out <= -x;
                        end
                        2'd3: begin
                            sin_out <= -x;
                            cos_out <= y;
                        end
                    endcase
                end
            end
        end
    end
endmodule
```

## flow/run.sh

```bash
#!/bin/bash
# OpenROAD 26Q1-2900-gdf79404cd8, Yosys 0.63+post, stock flow scripts
make -C /OpenROAD-flow-scripts/flow DESIGN_CONFIG=/design/flow/config.mk WORK_HOME=/design/flow/orfs finish
```

==> results.yml <==
# implementation run metrics
yosys:
  ys_cells: 1534
  ys_warn_count: 2
  flop_cell: "dfrtp_1"
  synth_cell_types: 107
  synthCells: 1534
  numSynthFlops: 59
  ys_area_um2: 11450
  netlist_area_um2: 11450
  edf_count: 0
  synthArstFlopShare: 1.000
  synth_seq_share: 0.1290
  avgSynthCellArea_um2: 7.463
drt:
  detail_route.wl_per_cell_um: 16.27
  finalWirelength_um: 30560
  drc: 0
  num_vias: 11097
  via_per_inst: 5.906
  final_antenna_net_count: 0
  diodes: 0
  firstDrtPassIters: 7
  drtIter0Drc: 685
hold_path:
  hp-class: "reg -> reg"
  min_to: "cordic_inst.cos_out[8]"
  holdPathStages: 2
  hold_start: "cordic_inst.cos_out[8]"
die:
  dieWidth_um: 153.3
  chipArea_um2: 23510
  core_area_um2: 22160
  die_h_um: 153.3
  initial_core_util: 0.5166
  ios: 56
  row_count: 54
timing:
  hold_viol: 0
  slew_headroom: 0.4263
  period_used_share: 0.9640
  fmax_mhz: 52.39
  finalCriticalPeriod_ns: 19.09
  drv_slew: 0
  finalSetupTns_ns: 0
  setup_viol: 0
  worst_pin_slew_ns: 0.8605
  fin_skew_ns: 0.008240
placed_design:
  gp_congestion: 0.9042
  dp_hpwl_um: 23720
  portBuffers: 46
  dp.cells: 1849
  dpl-instance-area_um2: 12440
clock_network:
  cts_buffers: 9
  clock-root-buffer: "clkbuf_16"
  cts_tree: "done"
  cts.clk_slew.worst_paths_ns: 0.05
  clkSinkCount: 59
  clock_insertion_delay_worst_skew_ns: 0.33
  ctsHoldBuffers: 0
  clock_path_buffers: 2
  cts_max_level: 3
worst_setup_path:
  cpMaxStageDelayCell: "or4_4"
  crit_arrival_ns: 15.13
  critPathLaunchType: "input port"
  cp_max_fo: 10
  crit_type: "in -> out"
  required_ns: 15.84
  worst_r2r_path_depth: 22
  timing.rr.end: "cordic_inst.x[9]"
  r2r_start: "cordic_inst.iter[0]"
  r2r_slack_ns: 14.91
  crit_path_end_kind: "output port"
  cp_slowest_stage_delay_ns: 0.60
global_routing:
  first_global_vias: 10276
  grtUsageTotal: 0.2715
  antenna_found_initial: 0
  grt_start_max_net_pins: 40
  grt_pass1_wl_um: 51460
  overflow: 0
run:
  warnings: 49
  max_cap_viol_count: 0
final_layout:
  fin_area_um2: 13010
  area_growth_pct: 13.64
  layout_top_cell: "nand2_1"
  drive_gt1_frac: 0.1401
  final_cells: 1879
  fin_util: 0.5871
  layout_top_cells: "161 x nand2_1, 129 x nor2_1, 123 x o21ai_0"
outcome:
  status: "completed"
-- worst max-delay path: cells and delay by family --
kind                     cells  cell delay (ns)
AND-OR/OR-AND               14             2.63
adder cells (fa/ha/maj)      8             3.05
buffers and inverters        9             1.25
multiplexers                 5             1.41
AND/OR/NAND/NOR             13             2.82
-- worst max-delay path by stage --
| stage | startpoint | to | slack [ns] | cells after the start |
|---|---|---|---|---|
| 4_1_cts | SW[1] | HEX1[6] | 0.01 | 55 |
| 5_1_grt | SW[1] | HEX1[6] | -0.02 | 58 |
| 6_report | SW[1] | HEX1[1] | 0.71 | 49 |
-- timing repair --
action	4_1_cts	5_1_grt
setup buffers	10	6
resized	10	31
pin swaps	3	15
endpoints found under the setup margin	7	15
-- cells by family (layout without fill, tap and decap cells) --
kind of cell	count (synthesis)	in the layout	synth area share
compound gates	478	478	0.2886
xor+xnor	100	100	0.07814
buf+inv	202	260	0.07563
fa+ha+maj	134	134	0.1638
flops	59	59	0.1290
mux	59	59	0.05628
simple gates	500	500	0.2079
other cells	2	9	0.0006560
-- metal layers --
| layer | GRT usage | share of wire | vias up |
|---|---|---|---|
| li1 | - | - | 5635 |
| met1 | 0.3925 | 0.48 | 5166 |
| met2 | 0.4529 | 0.47 | 258 |
| met3 | 0.02657 | 0.036 | 38 |
| met4 | 0.04666 | 0.019 | 0 |
| met5 | 0 | 0 | - |
-- cells in the mapped netlist (5+ instances only) --
library cell  number  area, um2
a22oi_1           20      150.1
a221oi_1          15      131.4
xnor2_1           68      595.6
mux2i_1           43      430.4
nor3_1            31      155.2
nand3_1           56      280.3
nand2_1          162      608.1
and2_1            23      143.9
xor2_1            31      271.5
o22ai_1            8      50.05
clkbuf_1          62      232.7
a211oi_1          14      105.1
mux2_2            11      123.9
or3_1              7      43.79
buf_2             12      60.06
nor2_1           132      495.5
o21bai_1           5      37.54
inv_1             89      334.1
a311oi_1           5      43.79
a222oi_1           5      50.05
o211ai_1          12      90.09
nor2b_1           13      81.33
nor4_1             7      43.79
buf_1              7      26.28
fa_1              27      540.5
a21boi_0           5      37.54
nand2b_1          12      75.07
a21oi_1           92      460.4
buf_4             20      150.1
o31ai_1           11      82.58
nor3b_1            5      37.54
o21a_1            11      82.58
a221o_1            5      50.05
and3_1             9      56.30
a41oi_1            6      52.55
dfrtp_1           59       1476
ha_1             105       1314
a31o_2             8      70.07
a21o_1            36      270.3
a31oi_1           23      143.9
or2_2              9      56.30
nand3b_1           5      37.54
nand4_1            6      37.54
o21ai_0          124      620.6
-- stage by stage --
step           worst slack [ns]  hold WS (ns)
5_1_grt                -0.02189        0.5239
6_report                 0.7123        0.4788
4_1_cts                 0.01094        0.4826
3_5_place_dp            -0.2249        0.4707
3_3_place_gp            -0.1591        0.4622
2_1_floorplan            0.1615        0.4496
-- cell type report --
cell class                      count  area, um2
Timing Repair Buffer              149       1227
Clock inverter                      3      40.04
Tap cell                          280      350.3
Multi-Input combinational cell   1280       9309
Sequential cell                    59       1476
Fill cell                        2060       9151
Inverter                           97      364.1
Clock buffer                       11      242.7
